**flow/design.v**
```verilog
module cpu #(
    BW  =   1    
)(
    input   logic               clk1        ,
    input   logic               clk2        ,
    input   logic               rst         ,
    input   logic               ena         ,
    input   logic   [BW-1:0]    data[1:0]   ,
    output  logic               flag        ,
    output  logic   [BW-1:0]    result
);
logic   [BW-1:0]    data_r  ;
logic   [BW-1:0]    result_r;
always_ff @( posedge clk1 or negedge rst ) begin
    if (~rst) begin
        data_r          <=  '0;
        result_r        <=  '0;
    end
    else begin
        if (~ena) begin
            data_r      <=  data_r;
            result_r    <=  result_r;
        end
        else begin
            data_r      <=  flag? data[1] : data[0];
            result_r    <=  result;
        end
    end
end
always_ff @( posedge clk2 or negedge rst ) begin
    if (~rst) begin
        {flag, result}      <=  '0;
    end
    else begin
        if (~ena) begin
            {flag, result}  <=  {flag, result};
        end
        else begin
            {flag, result}  <=  {1'b0, data_r} - {1'b0, result};
        end
    end
end
endmodule
module mem #(
    BW  =   1   ,    
    IW  =   4   ,    
    IM  =   16  ,    
    DW  =   4   ,    
    DM  =   16       
)(
    input   logic               clk         ,
    input   logic               rst         ,
    input   logic               flag        ,
    input   logic   [BW-1:0]    result      ,
    output  logic               ena         ,
    output  logic   [BW-1:0]    data[1:0]
);
logic   [DW-1:0]    imem    [IM-1:0];
logic   [BW-1:0]    dmem    [DM-1:0];
logic   [IW-1:0]    pc, pc1;
logic               flagr;
always_comb pc1     =   pc + 1;
always_comb ena     =   1;
always_comb data[0] =   dmem[imem[pc ]];
always_comb data[1] =   dmem[imem[pc1]];
always_comb begin
    for (int i = 0; i < IM; i = i + 1) begin
        imem[i] = '0;
    end
    imem[0] =   4'h0;    
    imem[1] =   4'h1;    
    imem[2] =   4'h5;    
    imem[3] =   4'h2;    
    imem[4] =   4'h4;    
    imem[5] =   4'h7;    
    imem[6] =   4'h6;    
    imem[7] =   4'h7;    
    imem[8] =   4'h7;    
    imem[9] =   4'h3;    
    imem[10]=   4'h8;    
    imem[11]=   4'h8;    
    imem[12]=   4'h9;    
    imem[13]=   4'ha;
    imem[14]=   4'hb;
    imem[15]=   4'h5;
end
always_ff @( posedge clk or negedge rst ) begin
    if (~rst) begin
        pc      <= '1;
        flagr   <=  0;
        dmem[2] <=  0;   
        dmem[3] <=  0;   
        dmem[4] <=  0;   
        dmem[5] <=  0;   
        dmem[6] <=  1;   
        dmem[7] <=  0;   
        dmem[8] <=  1;   
        dmem[9] <=  1;   
        dmem[10]<=  1;   
        dmem[11]<=  1;   
        {dmem[1], dmem[0]} <= 2'b00;
    end
    else begin
        pc      <=  flagr? pc + 2 : pc + 1;
        flagr   <=  flag;
        if (~flagr) begin
            dmem[imem[pc ]] <=  result;
        end
        else begin
            dmem[imem[pc1]] <=  result;
        end
    end
end
endmodule
module top #(
    BW  =   1   ,    
    IW  =   4   ,    
    IM  =   16  ,    
    DW  =   4   ,    
    DM  =   16       
)(
    input   logic               clk0    ,
    input   logic               clk1    ,
    input   logic               clk2    ,
    input   logic               rst     ,
    output  logic   [BW-1:0]    result
);
logic               ena, flag;
logic   [BW-1:0]    data[1:0];
cpu #(
    .BW     (BW     )
) u_cpu (
    .clk1   (clk1   ),
    .clk2   (clk2   ),
    .rst    (rst    ),
    .ena    (ena    ),
    .data   (data   ),
    .flag   (flag   ),
    .result (result )
);
mem #(
    .BW     (BW     ),
    .IW     (IW     ),
    .IM     (IM     ),
    .DW     (DW     ),
    .DM     (DM     )
) u_mem (
    .clk    (clk0   ),
    .rst    (rst    ),
    .flag   (flag   ),
    .result (result ),
    .ena    (ena    ),
    .data   (data   )
);
endmodule
```
**flow/run.sh**
```bash
#!/bin/bash
# OpenROAD 26Q1-2900-gdf79404cd8, Yosys 0.63+post, stock flow scripts
make -C /OpenROAD-flow-scripts/flow DESIGN_CONFIG=/design/flow/config.mk WORK_HOME=/design/flow/orfs finish
```
**flow/config.mk**
```make
export PLATFORM = sky130hd
export DESIGN_NAME = top
export DESIGN_NICKNAME = top
export VERILOG_FILES = /design/flow/design.v
export SDC_FILE = /design/flow/constraint.sdc
export NUM_CORES = 4
export LEC_CHECK = 1
export CORE_UTILIZATION = 30
export SYNTH_HDL_FRONTEND = slang
```
**flow/constraint.sdc**
```tcl
current_design top

set clk_period 4.4
set clk_io_pct 0.2

create_clock -name clk0 -period $clk_period [get_ports {clk0}]
create_clock -name clk1 -period $clk_period [get_ports {clk1}]
create_clock -name clk2 -period $clk_period [get_ports {clk2}]

set non_clock_inputs [all_inputs -no_clocks]
set_input_delay [expr $clk_period * $clk_io_pct] -clock clk0 $non_clock_inputs
set_output_delay [expr $clk_period * $clk_io_pct] -clock clk0 [all_outputs]
```
==> run notes <==
The synthesis and place-and-route flow finished, so here is a summary.

The area share of the largest cell type after synthesis is 15.3%. Max fanout on the critical path was recorded as 10. The routed via count came out at 1237. For this run, the leading register cell type out of synthesis is sky130_fd_sc_hd__dfrtp_1.

The area of the core is 5640 um^2. The number of warnings the tools reported came out at 31. The number of global-route vias before repair was 1299. The endpoint required time on the critical path is 4240 ps. The max-slew violation total from the final report is 0. The flop-to-flop setup slack came out at 1180 ps.

Setup repair after global routing left no endpoint under its margin. Per the synthesis report, the AND-OR/OR-AND share of the synthesized area is 12.7%. The report lists the number of cells resized after CTS as 0. The worst max-slew margin expressed relative to the limit came out at 55.1%. The y dimension of the die came out at 79.4 um. The main area contributors are sky130_fd_sc_hd__dfrtp_1, sky130_fd_sc_hd__dfstp_2, sky130_fd_sc_hd__mux2i_1, sky130_fd_sc_hd__mux2_2, sky130_fd_sc_hd__edfxtp_1. The number of enable flip-flop cells came out at 4. TritonCTS built the clock tree. The maximum vdd drop came out at 0.000291 V. After clock tree synthesis, the flow added hold-fix buffers numbering 0. Per the detail_route log, the uppermost layer with routed signals is met4. For reference, the most critical setup path is categorized as flip-flop to flip-flop. The number of design-rule violations left by the first detailed-router iteration is 118. The multiplexer fraction of the synthesized cell area came out at 26.1%. All stages included, the depth of the critical timing path comes to 7. The number of diodes came out at 0.

The worst setup margin came out at 1180 ps. The sequential cell area fraction in the yosys report is 35.1%. The type of element launching the critical path is a flip-flop. The run finished with clean final reports.

For reference, the critical path cell chain is ha_1 > nand2_1 > xnor2_1 > mux2i_4 > mux2_2 > o211ai_1 > a41oi_1. On the critical path the data arrives at 3060 ps. The largest non-sequential cell family by area is multiplexers. Synthesis inferred 24 register bits.

The number of antenna violations at the first check in global routing is 0. The worst reg-to-reg path cell count is 7. The iteration count of the initial detailed-routing pass is 4. The fraction of synthesis flops using an asynchronous set or reset pin came out at 83.3%. The max-cap check violation count came out at 0. The buffer and inverter count on the worst path is 0. The final layout reports a setup TNS of 0 ps.

The type of the tightest min-delay check is flip-flop to flip-flop. The final global-route overflow total is 0. The yosys stat cell total came out at 163.

The detailed placement HPWL came out at 2580 um. Clock-pin slew was measured on the worst setup and hold paths at 70 ps. Timing analysis after detailed placement gives a worst setup slack of 1400 ps. STA classifies the critical path endpoint as a flip-flop.

The leakage component of the power was reported as 0.816 nW. The largest net degree at the start of global routing is 19. The worst-margin pin slew is 672 ps. Per the OpenROAD floorplan log, the area of the die is 6310 um^2. The count of different cell masters after synthesis is 41. The first global-routing pass estimated 6250 um of wire.

The average footprint of a synthesized cell is 11.0 um^2. The detailed-route DRC error count is 0. The worst hold path depth is 2. The gate count of the mapped netlist is 163.

In this run, the synthesized area fraction spent on and/or/nand/nor cells is recorded as 12.2%. For reference, the placement row count at floorplan is 27. The synthesized chip area reported by yosys came out at 1800 um^2.

Pin placement for this block handled 5 I/O pins. The ratio of total power to cell area is 219 nW/um^2. Dividing the detail-routed via count by the number of cells gives 5.24.

The number of buffers inserted to repair setup after CTS came out at 0. The flow measured a signed area growth from synthesis to layout of 7.66%. Per STA, the worst path accumulates the most delay in the family multiplexers. In the floorplan report the effective utilization is 31.9%. For reference, the final report shows the hold violation count at 0. The routed design uses 184 um of met3 wire. The timing report shows that the slowest cell on the worst path is sky130_fd_sc_hd__dfstp_2.

The sum of routed wire length over all layers is 3610 um. The maximum cell stage delay along the critical path came out at 680 ps. The xor and xnor fraction of the mapped netlist area came out at 3.48%. The tally of buffers added on design ports is 2.

The number of setup violations in the final report is 0. The total met2 wirelength after detailed routing came out at 1620 um. The share of synthesized cell area in full adder, half adder and majority cells is 4.87%. The cell area after synthesis came out at 1800 um^2. The detail route stage leaves a number of antenna-violating nets equal to 0.

The fraction of final layout cells sized beyond drive strength 1 came out at 25.0%. In this run the horizontal extent of the chip is 79.4 um. The post-detailed-route wirelength per cell is 15.3 um. The routability-driven placement congestion ratio came out at 0.866.

The number of warning messages in the yosys log came out at 0. Between clock sinks in the finished design, the worst skew comes to 2.98 ps. The wire length on met1 is 1740 um. The overall routing resource usage is 13.0%. The total power draw is 424 uW.

Sorting the Yosys area breakdown by cell type puts at the top sky130_fd_sc_hd__dfrtp_1.
cell usage in the layout (no fill, tap or decap), types with 2 or more instances in the layout:
master / netlist / final
sky130_fd_sc_hd__nor2_1: 4 / 4
sky130_fd_sc_hd__inv_1: 7 / 7
sky130_fd_sc_hd__and3_1: 9 / 9
sky130_fd_sc_hd__mux2i_1: 21 / 21
sky130_fd_sc_hd__mux4_2: 3 / 3
sky130_fd_sc_hd__inv_2: 2 / 2
sky130_fd_sc_hd__mux2_2: 14 / 14
sky130_fd_sc_hd__nor2b_1: 7 / 7
sky130_fd_sc_hd__ha_1: 7 / 7
sky130_fd_sc_hd__nand2_1: 6 / 6
sky130_fd_sc_hd__nor3b_1: 3 / 3
sky130_fd_sc_hd__clkbuf_8: 0 / 6
sky130_fd_sc_hd__a22oi_1: 13 / 13
sky130_fd_sc_hd__nand2b_1: 3 / 3
sky130_fd_sc_hd__dfstp_2: 9 / 9
sky130_fd_sc_hd__dfrtp_1: 11 / 11
sky130_fd_sc_hd__a21oi_1: 5 / 5
sky130_fd_sc_hd__o21ai_0: 2 / 2
sky130_fd_sc_hd__clkdlybuf4s50_1: 0 / 2
sky130_fd_sc_hd__xnor2_1: 4 / 4
sky130_fd_sc_hd__o21a_1: 2 / 2
sky130_fd_sc_hd__or2_2: 2 / 2
sky130_fd_sc_hd__edfxtp_1: 4 / 4
report_power, final:
group,internal [mW],switching [mW],leakage (nW)
Sequential,0.226,0,0.292
Combinational,0.00150,0.00395,0.481
Clock,0.122,0.0709,0.0443
Total,0.349,0.0748,0.816
routing by layer:
layer | track usage, % | up-vias
met4 | 4.18 | 0
met1 | 20.0 | 592
li1 | - | 607
met3 | 1.39 | 6
met5 | 0 | -
met2 | 19.5 | 32
area by class of cell:
type | count | area (um^2)
clock buffers | 7 | 86.3
fillers | 562 | 3710
inverters | 9 | 33.8
multi-input cells | 121 | 1070
flip-flops and latches | 24 | 632
well taps | 72 | 90.1
repair buffers | 3 | 27.5
worst paths after layout:
check | startpoint | end
max reg2reg | u_mem.pc[2] | u_cpu.data_r
min in group asynchronous | rst | u_mem.dmem[2]
min in group clk0 | u_cpu.flag | u_mem.flagr
max in group clk2 | u_cpu.result | u_cpu.result
min reg2reg | u_cpu.data_r | u_cpu.flag
max in group clk0 | u_mem.pc[2] | u_mem.dmem[7]
max | u_mem.pc[2] | u_cpu.data_r
max in group asynchronous | rst | u_cpu.data_r
min | u_cpu.data_r | u_cpu.flag
min in group clk1 | u_cpu.flag | u_cpu.data_r
registers in the layout, summed over array words and instances (netlist names):
name,cells
u_cpu.data_r,1
u_cpu.flag,1
u_cpu.result,1
u_mem.dmem,16
u_mem.flagr,1
u_mem.pc,4
worst reg2reg max path, stage by stage (launching register included):
cell	delay, ps
sky130_fd_sc_hd__dfstp_2	680
sky130_fd_sc_hd__ha_1	350
sky130_fd_sc_hd__nand2_1	130
sky130_fd_sc_hd__xnor2_1	320
sky130_fd_sc_hd__mux2i_4	550
sky130_fd_sc_hd__mux2_2	390
sky130_fd_sc_hd__o211ai_1	220
sky130_fd_sc_hd__a41oi_1	170
synth_stat cells, types with 4 or more instances:
cell type                  instances
sky130_fd_sc_hd__buf_6             4
sky130_fd_sc_hd__ha_1              7
sky130_fd_sc_hd__a22oi_1          13
sky130_fd_sc_hd__a21oi_1           5
sky130_fd_sc_hd__nor2b_1           7
sky130_fd_sc_hd__inv_1             7
sky130_fd_sc_hd__edfxtp_1          4
sky130_fd_sc_hd__dfstp_2           9
sky130_fd_sc_hd__and3_1            9
sky130_fd_sc_hd__mux2i_1          21
sky130_fd_sc_hd__nand2_1           6
sky130_fd_sc_hd__mux2_2           14
sky130_fd_sc_hd__nor2_1            4
sky130_fd_sc_hd__xnor2_1           4
sky130_fd_sc_hd__dfrtp_1          11
cells by family after synthesis:
group                      count (synthesis)
AOI/OAI and AO/OA                         31
xor gates and xnor gates                   5
adders and majority gates                  7
muxes                                     40
buffers and inverters                     18
DFF                                       24
and+or+nand+nor                           38
through the flow:
step | std cells | instance area, um^2 | hold slack, ps | util [%]
2_1_floorplan | 163 | 1800 | 392 | -
3_3_place_gp | 229 | 1850 | 414 | 32.8
3_5_place_dp | 229 | 1850 | 417 | 32.8
4_1_cts | 236 | 1940 | 356 | 34.3
5_1_grt | 236 | 1940 | 360 | 34.3
6_report | 236 | 1940 | 354 | 34.3
No activity file was given, so power comes from the tool's default toggle rates.
